### flow/config.mk
export PLATFORM = sky130hd
export DESIGN_NAME = lix_shr1
export DESIGN_NICKNAME = lix_shr1
export VERILOG_FILES = /design/flow/design.v
export SDC_FILE = /design/flow/constraint.sdc
export NUM_CORES = 4
export LEC_CHECK = 1
export CORE_UTILIZATION = 40
### flow/constraint.sdc
current_design lix_shr1

set clk_period 2.0
set clk_io_pct 0.2

create_clock -name clk0 -period $clk_period [get_ports {clk_i}]

set non_clock_inputs [all_inputs -no_clocks]
set_input_delay [expr $clk_period * $clk_io_pct] -clock clk0 $non_clock_inputs
set_output_delay [expr $clk_period * $clk_io_pct] -clock clk0 [all_outputs]
### flow/design.v
`default_nettype none
`timescale 1ns/1ps
module lix_reg #(
    parameter  W = 32
  )(
    input  wire          clk_i,
    input  wire          rst_ni,
    input  wire          i_vld,
    input  wire          i_en,
    input  wire  [W-1:0] i_x,
    output wire  [W-1:0] o_z);
  reg [W-1:0] data;
  genvar i;
  generate
  for (i = 0 ; i < W ; i = i + 1)begin: GREG
    always@(negedge rst_ni or posedge clk_i) begin
      if (~rst_ni)begin
        data[i] <= 1'b0;
      end else if (i_vld && i_en) begin
        data[i] <= i_x[i];
      end
    end
    assign o_z[i] = data[i];
  end
  endgenerate
endmodule
`default_nettype none
`timescale 1ns/1ps
module lix_shr1 #(
    parameter  W = 32   ,
    parameter  N = 2    
  )(
    input  wire          clk_i,
    input  wire          rst_ni,
    input  wire          i_vld,
    input  wire          i_en,
    input  wire  [W-1:0] i_x,
    output wire          o_vld,
    output wire  [W-1:0] o_z);
  genvar i;
  wire [N:0] valid;
  wire [W-1:0] data [N:0];
  assign valid[0] = i_vld;
  generate
    for (i = 0 ; i < N ; i = i +1)begin: GVLD
      lix_reg #(.W(1))
      u_reg_vld(
        .clk_i   (clk_i),
        .rst_ni  (rst_ni),
        .i_vld   (i_en),
        .i_en    (i_en),
        .i_x     (valid[i]),
        .o_z     (valid[i+1]));
    end
  endgenerate
  assign o_vld = valid[N];
  assign data[0] = i_x;
  generate
    for (i = 0 ; i < N ; i = i +1) begin: GDAT
      lix_reg #(.W(W))
      u_reg_dat(
        .clk_i   (clk_i),
        .rst_ni  (rst_ni),
        .i_vld   (valid[i]),
        .i_en    (i_en),
        .i_x     (data[i]),
        .o_z     (data[i+1]));
    end
  endgenerate
  assign o_z = data[N];
endmodule
### flow/run.sh
#!/bin/bash
# OpenROAD 26Q1-2900-gdf79404cd8, Yosys 0.63+post, stock flow scripts
make -C /OpenROAD-flow-scripts/flow DESIGN_CONFIG=/design/flow/config.mk WORK_HOME=/design/flow/orfs finish
==> deck_impl_summary.md <==
Synthesis and Place & Route Summary

Outcome
  • Status: finished clean

Synthesis
  • Mapped Area: approximately 2500 sq um
  • Most frequent cell after synthesis: dfrtp_1
  • Yosys Chip Area: between 2000 and 2500 sq um
  • Commonest cells post-synth: dfrtp_1, mux2_2, buf_6
  • Main synth FF type: dfrtp_1
  • Post-synth EDFFs: 0
  • Biggest area consumer among synthesized cells: dfrtp_1
  • Post-synth top area share: 0.669
  • Syn Area/Cell: between 15 and 20 sq um
  • Cells in synth_stat.txt: 142
  • Synth unique cells: 6
  • Cells after synthesis: roughly 140
  • Seq cells post-synth: about 66
  • Top area cell types: dfrtp_1, mux2_2, buf_6
  • Syn. warnings: 3
  • Asr flop ratio synth: 1.00
  • Synth Seq Share: 0.669

Clock tree
  • Worst skew pair latency: 0.32 ns
  • CTS Sinks: 66
  • Setup Buffers After CTS: 0
  • Cts-stage hold buffer count: 0
  • CTS Buf Count: 9
  • CTS tree: yes
  • CTS Buffer Depth: 2
  • Worst-path clk slew: 0.06 ns
  • Htree depth: 3
  • CTS resizes: 0
  • Root buf cell: clkbuf_8

Drt
  • Starting DRT DRC Count: about 42
  • Avg WL per Cell: between 10 and 15 microns
  • Post-route ant nets: 0
  • Vias: approximately 1400
  • WL final: around 4.1 mm
  • Vias per Instance: 4.62
  • First-pass DRT Iterations: 4
  • Residual DRC: 0
  • N_diodes: 0

Pwr
  • Max VDD drop: just over 0.5 mV
  • Pwr Total: between 3 and 4 mW
  • Total leakage power: around 1.5 nW
  • Pwr/cell area: 1030 nW/um^2

Worst setup path
  • Arrival time of the worst setup path: between 1 and 1.5 ns
  • WS Path Type: flip-flop to output pin
  • Critical-path maximum fanout: 2
  • Largest delay contributor family on the critical path: buffers and inverters
  • R2r endpoint: GDAT[1].u_reg_dat.data[26]$_DFFE_PN0P_
  • CP Data Required Time: about 1.6 ns
  • CP max stage cell: clkdlybuf4s50_1
  • Crit path launch type: flip-flop
  • Worst reg-to-reg setup slack: about 0.86 ns
  • R2R Path Start: GVLD[0].u_reg_vld.data$_DFFE_PN0P_
  • Worst path bufs/invs: 1
  • Critical path capture point type: output pin
  • R2R depth: 3
  • Crit path cell chain: clkdlybuf4s50_1
  • CP peak stage delay: around 0.50 ns

Job
  • OpenROAD warning count: 25
  • Max-cap viol count: 0

Global routing
  • First-pass GRT wire length: approximately 7.0 mm
  • Number of global-route vias before repair: around 1500
  • GRT overflow: 0
  • Pin count of the biggest net entering global routing: 67
  • GRT Total Usage: 0.146
  • Number of antenna violations at the first check in global routing: 0

Place
  • Worst slack at placement: approximately 0.29 ns
  • Dpl hpwl: 2.76 mm
  • Port Buffers: about 68
  • GPL Wtd Cong: about 0.75

STA
  • Worst-Margin Slew: approximately 0.33 ns
  • Hold Fails Final Rpt: 0
  • Crit path time final: 1.56 ns
  • Final WS setup: 0.440 ns
  • RSZ-0062 raised after global routing: false
  • Cycle use final: 0.780
  • Max_slew headroom: 0.779
  • Number of endpoints failing setup at the final stage: 0
  • Max-slew violation count: 0
  • Highest clock rate: 641 MHz
  • Final setup TNS: 0 ns
  • Final worst clock skew: 0.00331 ns

Cells and area
  • Share of cells above drive strength 1: 0.386
  • Filler cell count: between 400 and 500
  • Layout area overhead: 39.3%
  • Comb area: approximately 740 sq um
  • Fin util: 0.578
  • Register area: about 1700 sq um

Floorplan
  • Row cnt: 28
  • Die height: ~80 microns
  • Die area: between 6000 and 7000 sq um
  • Core box area: between 5000 and 6000 sq um
  • Die width: 80.6 microns
  • FP Core Util: 0.415
  • Top Ports: around 70

Hold path
  • Worst hold path type: input port to async pin
-- cell families (layout without fill, tap and decap cells) --
group,Yosys count,in the layout,synth area share
compound gates,2,2,0.00405
buf+inv,8,89,0.0304
flops,66,66,0.669
mux,64,64,0.292
simple gates,2,2,0.00507
-- report_power, final --
group          total [mW]  switching [mW]  internal [mW]
clock network        1.01           0.434          0.574
logic               0.767           0.160          0.607
registers            1.76           0.137           1.63
-- cell type report --
class	instances	share of cell area
Sequential cell	66	0.480
Timing Repair Buffer	72	0.220
Multi-Input combinational cell	68	0.216
Clock buffer	13	0.0520
Tap cell	75	0.0273
Clock inverter	2	0.00291
Inverter	2	0.00218
-- state kept, by name, indices dropped and copies added (netlist names) --
signal               cells
GDAT.u_reg_dat.data     64
GVLD.u_reg_vld.data      2
-- worst register-to-register path, delay by kind of cell (launching register included) --
| family | cells | cell delay, ns |
|---|---|---|
| simple gates | 1 | 0.12 |
| flops | 1 | 0.39 |
| mux | 1 | 0.35 |
| buf+inv | 1 | 0.17 |
-- placed cells by master, fill, tap and decap left out --
| master | synthesis | routed |
|---|---|---|
| inv_1 | 2 | 2 |
| dfrtp_1 | 66 | 66 |
| nand2_2 | 2 | 2 |
| clkdlybuf4s50_1 | 0 | 67 |
| buf_12 | 0 | 4 |
| clkbuf_8 | 0 | 13 |
| buf_2 | 0 | 1 |
| mux2_2 | 64 | 64 |
| o21ai_0 | 2 | 2 |
| clkinv_2 | 0 | 2 |
-- worst max-delay path by stage --
stage	from	end	slack [ns]	cells past startpoint
CTS	GDAT[1].u_reg_dat.data[15]$_DFFE_PN0P_	o_z[15]	0.42	1
global route	GDAT[1].u_reg_dat.data[29]$_DFFE_PN0P_	o_z[29]	0.39	1
finish	GDAT[1].u_reg_dat.data[30]$_DFFE_PN0P_	o_z[30]	0.44	1
-- metal layers --
layer | wire [microns] | track usage
met4 | 66 | 0.0357
met2 | 2020 | 0.228
met3 | 205 | 0.0358
met5 | 0 | 0
met1 | 1840 | 0.213
-- through the flow --
stage	cells	hold slack, ns	instance area (sq um)
after floorplan	142	0.104	2470
after global placement	283	0.429	3250
after detailed placement	283	0.445	3250
after CTS	298	0.0881	3440
after global routing	298	0.0988	3440
final	298	0.0845	3440
No activity file was given, so power comes from the tool's default toggle rates.
