--- design/flow/design.v ---
`default_nettype none
`timescale 1ns/1ps
module lix_or  #(
    parameter  W = 32
  )(
    input  wire [W-1:0] i_x,
    input  wire [W-1:0] i_y,
    output wire [W-1:0] o_z);
  genvar i;
  generate
  for (i = 0 ; i < W ; i = i + 1)begin: GOR
    assign o_z[i] = i_x[i] | i_y[i];
  end
  endgenerate
endmodule
--- design/flow/run.sh ---
#!/bin/bash
# OpenROAD 26Q1-2900-gdf79404cd8, Yosys 0.63+post, stock flow scripts
make -C /OpenROAD-flow-scripts/flow DESIGN_CONFIG=/design/flow/config.mk WORK_HOME=/design/flow/orfs finish
--- design/flow/config.mk ---
export PLATFORM = sky130hd
export DESIGN_NAME = lix_or
export DESIGN_NICKNAME = lix_or
export VERILOG_FILES = /design/flow/design.v
export SDC_FILE = /design/flow/constraint.sdc
export NUM_CORES = 4
export LEC_CHECK = 1
export CORE_AREA = 10 10 70 70
export DIE_AREA = 0 0 80 80
--- design/flow/constraint.sdc ---
current_design lix_or

set clk_period 1.0
set clk_io_pct 0.2

create_clock -name clk0 -period $clk_period

set non_clock_inputs [all_inputs -no_clocks]
set_input_delay [expr $clk_period * $clk_io_pct] -clock clk0 $non_clock_inputs
set_output_delay [expr $clk_period * $clk_io_pct] -clock clk0 [all_outputs]
==> flow_metrics.tcl <==
# yosys + openroad results
set metrics [dict create \
    criticalPathCategory "input port to primary output" \
    die_x_um 80 \
    place_area_um2 1220 \
    total_leakage_power_nw 0.495 \
    postRouteAntennaNets 0 \
    cts_setup_buffers 0 \
    final_cell_mix "dlygate4sd2_1 (64), or2_1 (32), buf_2 (32)" \
    logic_family "simple AND/OR/NAND/NOR gates" \
    vias_per_cell 3.24 \
    warning_count 32 \
    nFillCells 419 \
    simple_gate_area_share_pct 100 \
    fp-utilization_pct 5.86 \
    synthesis.area_um2 200 \
    top_cells_by_area "or2_1 (100%)" \
    yosys_warnings 0 \
    hold_start "i_y[29]" \
    antenna_cells 0 \
    die_y_um 80 \
    use_met3_pct 3.41 \
    holdPathStages 3 \
    finalHoldViolCount 0 \
    dieArea_um2 6400 \
    critical_path.startpoint_type "input port" \
    drive_gt1_share_pct 25.0 \
    hpwl_um 2170 \
    tightest_slew_ns 0.0550 \
    synth-adder-area-share_pct 0 \
    seq_cells 0 \
    drcViolationCount 0 \
    critPathArrivalTime_ns 0.76 \
    grt.overflow.total 0 \
    grt_pass1_vias 665 \
    status "finished, final reports clean" \
    grt_pass1_wl_um 3250 \
    aoi_share_pct 0 \
    powerDensity_nw_per_um2 249 \
    ys_seq_share_pct 0 \
    ys_sh_mux_pct 0 \
    vias 564 \
    fin_hold_ws_ns 0.743 \
    synth_area_per_cell_um2 6.26 \
    fin_area_um2 978 \
    netlist_instances 32 \
    gp_congestion 0.795 \
    critical_path_required_ns 0.80 \
    busiest_layer "met2" \
    final_util_pct 28.6 \
    portBuffers 96 \
    irDropWorstVdd_uv 77.8 \
    core_area_um2 3420 \
    xor_share_pct 0 \
    drv_slew 0 \
    grt_max_degree 2 \
    crit_path_max_fanout 1 \
    ys_area_um2 200 \
    ys_cells 32 \
    max_freq_ghz 1.04 \
    seqCellArea_um2 0 \
    dr.pass1.iters 2 \
    rsz0062_at_grt "no" \
    p_total_mw 0.244 \
    grtUsageMet1_pct 5.93 \
    setup_violations 0 \
    top_cell_area_share_pct 100 \
    io-pin-count 96 \
    wl_um 2180 \
    min_period_ns 0.964 \
    use_met2_pct 11.7 \
    holdPathEnd "o_z[29]" \
    lay_top_count "dlygate4sd2_1" \
    hold_buffers 0 \
    worst_setup_path_end_kind "primary output" \
    drv_cap 0 \
    hold_path.class "input port to primary output" \
    area_delta_synth_final_pct 389 \
    grt.total_usage_pct 6.14 \
    finalCritPeriodShare_pct 96.4 \
    row_count 21 \
    drtIter0Drc 1 \
    clkbuf_count 0 \
    antenna_found_initial 0 \
    wl_per_cell_um 12.5 \
    cts_resized 162 \
    maxSlewHeadroom_pct 96.3 \
    yosys.area.top_type "or2_1" \
    synth_cell_types 1 \
]
==> through the flow <==
stage | setup slack, ns | instances | TNS [ns]
global placement | -0.458 | 174 | -13.69
detailed placement | -0.456 | 174 | -13.83
CTS | 0.0253 | 174 | 0
global route | 0.0126 | 174 | 0
finish | 0.0364 | 174 | 0
floorplan | 0.419 | 32 | 0
==> kinds of logic after synthesis <==
family           count (synthesis)
and+or+nand+nor                 32
==> worst max path at each step <==
stage | from | to | slack [ns] | cells after the start
4_1_cts | i_x[2] | o_z[2] | 0.03 | 3
5_1_grt | i_x[3] | o_z[3] | 0.01 | 3
6_report | i_x[2] | o_z[2] | 0.04 | 3
==> synthesized netlist by cell type <==
library cell / instances
or2_1: 32
==> where the power goes <==
group	internal, mW	switching (mW)
logic	0.195	0.0487
registers	0	0
clock network	0	0
==> metal layers <==
metal  up-vias  part of all wire, %  wire length [um]
met5         -                    0                 0
met4         0                    0                 0
met1       234                   33               710
met3         0                   14               309
met2        42                   53              1160
li1        288                    -                 -
==> critical path, cell delays in order <==
cell           delay [ns]
dlygate4sd2_1        0.22
or2_1                0.22
buf_2                0.11
==> cell type report <==
| type | count | area, um^2 | area share (%) |
|---|---|---|---|
| repair buffers | 96 | 721 | 73.7 |
| multi-input cells | 32 | 200 | 20.5 |
| well taps | 46 | 57.6 | 5.88 |
Power and IR drop assume default switching activity.
